`./design.v`:
```
module signal_pipeline #(
    parameter W = 32,  
    parameter D = 2    
)(
    input wire clk,
    input wire rst,
    input wire [W-1:0] din,
    output wire [W-1:0] dout
);
    generate
        if (D == 0) begin : NO_DELAY
            assign dout = din;
        end else begin : GEN_DELAY
            reg [W-1:0] pipe_reg [0:D-1];
            integer i;
            always @(posedge clk) begin
                if (rst) begin
                    for (i = 0; i < D; i = i + 1) begin
                        pipe_reg[i] <= {W{1'b0}};
                    end
                end else begin
                    pipe_reg[0] <= din;
                    for (i = 1; i < D; i = i + 1) begin
                        pipe_reg[i] <= pipe_reg[i-1];
                    end
                end
            end
            assign dout = pipe_reg[D-1];
        end
    endgenerate
endmodule
```
`./run.sh`:
```
#!/bin/bash
# OpenROAD 26Q1-2900-gdf79404cd8, Yosys 0.63+post, stock flow scripts
make -C /OpenROAD-flow-scripts/flow DESIGN_CONFIG=/design/flow/config.mk WORK_HOME=/design/flow/orfs finish
```
`./config.mk`:
```
export PLATFORM = sky130hd
export DESIGN_NAME = signal_pipeline
export DESIGN_NICKNAME = signal_pipeline
export VERILOG_FILES = /design/flow/design.v
export SDC_FILE = /design/flow/constraint.sdc
export NUM_CORES = 4
export LEC_CHECK = 1
export CORE_AREA = 10 10 111 111
export DIE_AREA = 0 0 121 121
```
`./constraint.sdc`:
```
current_design signal_pipeline

set clk_period 1.0
set clk_io_pct 0.2

create_clock -name clk0 -period $clk_period [get_ports {clk}]

set non_clock_inputs [all_inputs -no_clocks]
set_input_delay [expr $clk_period * $clk_io_pct] -clock clk0 $non_clock_inputs
set_output_delay [expr $clk_period * $clk_io_pct] -clock clk0 [all_outputs]
```
==> flow_summary.ini <==
; flow metrics
[finish]
area_delta_synth_final_pct = 43.3
largest_reg_flops = 64
final_core_util = 0.279
fillCellCount = 1018
final_cell_area_um2 = 2750
drive_above_1_share = 0.557
layoutNonFillerInstCount = 345

[floorplanning]
coreArea_um2 = 9860
die_h_um = 121
die_w_um = 121
io_pins = 66
fp-utilization = 0.194
die-area_um2 = 14600
floorplan.rows = 36

[cts]
cts_tree = yes
cts-root-buf = clkbuf_8
cts.sinks = 64
htree_levels = 3
cts_buffer_depth = 2
cts_made_buffers = 9
holdBufCountCts = 0
path_clk_slew_ns = 0.07
clk_latency_ns = 0.33

[yosys]
largest_area_cell = dfxtp_1
synth.yosys.seq_area_share = 0.668
top_cell_area_share = 0.668
synth.distinct_cells = 5
yosys_warnings = 2
avgSynthCellArea_um2 = 14.2
synthArstFlopShare = 0
ys_area_um2 = 1920
top_cell = dfxtp_1
syn_inst = 135
netlist_area_um2 = 1920
synth.area.top_cells = dfxtp_1 67%, nor2b_2 27%, buf_6 2.9%
synth_stat.cells = 135
edf_count = 0
ys.flops = 64
ys.flop_type = dfxtp_1
netlist_top_cells_count = 64 x dfxtp_1, 60 x nor2b_2, 5 x buf_6

[worst_setup_path]
crit_family = flip-flops
r2r_start = GEN_DELAY.pipe_reg[0][15]
critPathArrivalTime_ns = 0.75
end_kind = output pin
crit_buf_inv = 1
required_ns = 0.80
crit_path_top_delay_cell = dfxtp_2
startpoint = GEN_DELAY.pipe_reg[1][18]
critPathLaunchType = flip-flop
cp_max_fo = 1
crit_path_cell_trace = buf_2
setup.worst_path.class = reg -> out
crit_path_max_incr_delay_ns = 0.31

[global_routing]
gr-total-overflow = 0
track_usage = 0.0496
grt_pass1_wl_um = 5750
antenna_found_initial = 0
grt_max_degree = 26
grt_pass1_vias = 1086

[flow_run]
warning_count = 26
drv_cap = 0

[worst_hold_path]
hold_start = rst
hold_path.class = in -> reg

[final_timing]
fin_ws_ns = 0.0466
rsz0062_at_grt = yes
whs_ns = 0.160
fin_tns_setup_ns = 0
fin_skew_ns = 0.00429
slew_viol_final = 0
maxSlewHeadroom = 0.888
setup_viol = 0
finalCriticalPeriod_ns = 0.953
hold_viol_final = 0
tightest_slew_ns = 0.168
max_freq_ghz = 1.05
finalClockPeriodUsage = 0.953

[drt]
n_antenna_cell = 0
antenna_left = 0
drc_errors = 0
drt_wl_total_um = 3680
first_pass_iters = 2
drt-initial-drc-count = 33
wire_per_inst_um = 10.7
via_per_inst = 3.19
vias = 1100

[outcome]
outcome = complete, no violations

[placed_design]
io_buffers = 65
dp_slack_ns = 0.00133
dp_hpwl_um = 2680
post-place-cells = 329
gp_congestion = 0.700
place_area_um2 = 2690

[pwr]
finalPower_mw = 5.25
vdd_drop_max_v = 0.000473
cellPowerDensity_nw_per_um2 = 1910
p_leak_nw = 1.14
## layer usage
metal / wire (µm) / global-route usage / vias to the layer above
li1: - / - / 546
met1: 1530 / 0.0602 / 505
met2: 1650 / 0.0721 / 42
met3: 436 / 0.0335 / 7
met4: 69 / 0.00980 / 0
met5: 0 / 0 / -
## cell families after synthesis
group | after synthesis | share of synthesized area
AND/OR/NAND/NOR | 64 | 0.287
flip-flops | 64 | 0.668
buffers and inverters | 7 | 0.0450
## report_power, final
part | switching, mW | total (mW) | internal, mW
logic | 0.106 | 0.358 | 0.252
registers | 0.0221 | 2.69 | 2.67
clock network | 0.916 | 2.20 | 1.28
## cell usage in the layout (no fill, tap or decap)
| cell | n |
|---|---|
| buf_2 | 31 |
| bufinv_16 | 1 |
| dfxtp_2 | 8 |
| buf_4 | 2 |
| clkinv_2 | 2 |
| clkdlybuf4s50_1 | 32 |
| nor2b_1 | 4 |
| nor2b_2 | 60 |
| clkbuf_8 | 11 |
| dfxtp_1 | 56 |
| buf_12 | 2 |
| clkbuf_1 | 2 |
| buf_6 | 1 |
## layout make-up
type	count	area, µm²	area share
repair buffers	68	542	0.197
well taps	133	166	0.0605
clock buffers	13	159	0.0578
clock inverters	3	40.0	0.0146
multi-input cells	64	551	0.200
flip-flops and latches	64	1290	0.470
## worst paths after layout
kind / endpoint / slack (ns) / cells after the start
worst max-delay path: dout[18] / 0.05 / 1
worst min-delay path: GEN_DELAY.pipe_reg[1][3] / 0.16 / 2
worst max register to register: GEN_DELAY.pipe_reg[1][15] / 0.46 / 1
worst min register to register: GEN_DELAY.pipe_reg[1][31] / 0.43 / 1
## what timing repair did
action,4_1_cts,5_1_grt
setup buffers,0,0
gates resized,106,2
endpoints found under the setup margin,32,4
pin swaps,0,0
